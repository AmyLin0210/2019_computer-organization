===== design/flow/run.sh =====
#!/bin/bash
# OpenROAD 26Q1-2900-gdf79404cd8, Yosys 0.63+post, stock flow scripts
make -C /OpenROAD-flow-scripts/flow DESIGN_CONFIG=/design/flow/config.mk WORK_HOME=/design/flow/orfs finish

===== design/flow/config.mk =====
export PLATFORM = sky130hd
export DESIGN_NAME = PC
export DESIGN_NICKNAME = PC
export VERILOG_FILES = /design/flow/design.v
export SDC_FILE = /design/flow/constraint.sdc
export NUM_CORES = 4
export LEC_CHECK = 1
export CORE_AREA = 10 10 82 82
export DIE_AREA = 0 0 92 92

===== design/flow/design.v =====
module  PC(
    input          clk,
    input          rst,
    input  [31:0]pc_in,
    output [31:0]pc_out
);
initial begin
    pc_out = 0;
end
always@( posedge clk ) begin
    if( rst )
        pc_out <= 0;
    else 
        pc_out <= pc_in;
end
endmodule

===== design/flow/constraint.sdc =====
current_design PC

set clk_period 1.0
set clk_io_pct 0.2

create_clock -name clk0 -period $clk_period [get_ports {clk}]

set non_clock_inputs [all_inputs -no_clocks]
set_input_delay [expr $clk_period * $clk_io_pct] -clock clk0 $non_clock_inputs
set_output_delay [expr $clk_period * $clk_io_pct] -clock clk0 [all_outputs]

==> results.yml <==
# implementation run metrics
place:
  dpl.hpwl_um: 1880
  dp_cells: 200
  gp_congestion: 0.657
  portBuffers: 65
  pre_cts_ws_ps: -98.8
setup_path:
  crit_chain: "clkdlybuf4s15_1"
  crit_path_max_incr_delay_ps: 310
  critical_path_arrival_ps: 760
  crit_required_ps: 800
  path_class: "flop to primary output"
  slowest_stage: "dfxtp_1"
  path_max_fanout: 1
  crit_family: "flip-flops"
  end_kind: "primary output"
  cp_num_buf_inv: 1
  start_kind: "flop"
logic_synthesis:
  syn-mean-instance-area_um2: 12.9
  ys_warn_count: 4
  synth_cells: 67
  syn-cell-area_um2: 863
  synth_cell_types: 3
  ys_seq_share_pct: 74.2
  ys_area_um2: 863
  synth_flops: 32
  yosysCellCount: 67
clock_tree:
  cts-htree-levels: 2
  numCtsBuffers: 5
  post_cts_buffers: 0
  cts_buffer_depth: 2
  cts.sinks: 32
  cts_tree: "built"
  ctsHoldBuffers: 0
  clockRootBuffer: "clkbuf_8"
  clk_pin_slew_ps: 70
floorplan:
  fp.dieH_um: 92
  dieArea_um2: 8460
  core_region_area_um2: 5070
  io_pins: 66
  fp_util_pct: 17.0
  die_x_um: 92
  num_rows: 26
routing:
  wl_per_cell_um: 11.5
  diodes: 0
  drtPass1Iterations: 3
  drt_wl_total_um: 2400
  drt_iter0_markers: 13
  avgViaCountPerCell: 3.21
  num_vias: 667
  drc_errors: 0
  ant_nets: 0
sta:
  setup_violations: 0
  period_minus_slack_ps: 956
  relSlewSlack_pct: 90.8
  rsz0062_at_grt: "no"
  final.setup.worst_slack_ps: 43.9
  worst_pin_slew_ps: 139
  drv_slew: 0
  timing.hold.ws_ps: 466
  fin_crit_sh_pct: 95.6
  tns_ps: 0
  hold_viol: 0
  max_freq_ghz: 1.05
global_routing:
  overflow: 0
  grt_pass1_vias: 745
  grt_antenna_before_repair: 0
  grt_max_degree: 33
  grt_pass1_wl_um: 3890
  grt_usage_pct: 5.71
power_and_ir_drop:
  total_power_w: 0.00282
  power_density_nw_per_um2: 1730
  ir_worst_vdd_uv: 792
  cellLeakagePower_nw: 0.677
final_layout:
  synthToLayoutAreaGrowth_pct: 89.1
  layoutNonFillerInstCount: 208
  largest_reg_flops: 32
  layout-drive-gt1-share_pct: 28.3
  largest_register: "pc_out"
  reg.largest.list: "pc_out (32)"
worst_hold_path:
  whs_path_depth: 2
  hold_path.class: "primary input to flop"
  hold_end: "pc_out[4]"
  hold_path.startpoint: "pc_in[4]"
status:
  status: "finished clean"
job:
  maxCapViolations: 0
  tool_warnings: 25
## Yosys cell counts, drive strengths merged
library cell	count	area, um2
buf	3	22.5
dfxtp	32	641
nor2b	32	200
## stage by stage
step	utilization (%)	area (um2)
finish	32.2	1630
CTS	33.6	1710
global route	32.2	1630
floorplan	-	863
detailed placement	31.5	1600
global placement	31.5	1600
## logic make-up after synthesis
kind of cell | Yosys count | synth area share [%]
buf+inv | 3 | 2.61
flops | 32 | 74.2
simple gates | 32 | 23.2
## layout by cell type, fill, tap and decap left out, drive strengths merged
cell type      Yosys  layout
buf                3       1
bufinv             0       1
clkdlybuf4s50      0      33
clkbuf             0      24
nor2b             32      32
clkinv             0       1
dfxtp             32      32
clkdlybuf4s15      0      14
## repair_timing
action,CTS,global route
gates resized,64,31
setup endpoints to repair,32,19
pin swaps,0,0
## worst max-delay path by stage
stage,startpoint,to,slack (ps),depth (start not counted)
4_1_cts,pc_out[29],pc_out[29],2,1
5_1_grt,pc_out[13],pc_out[13],0.3,1
6_report,pc_out[13],pc_out[13],40,1
## area by class of cell
type	instances	area [um2]
repair buffers	66	581
clock inverters	2	35.0
fillers	535	3440
well taps	70	87.6
flip-flops and latches	32	657
clock buffers	6	72.6
multi-input cells	32	200
## layer usage
| metal | share of wire, % | vias to the layer above | global-route usage (%) |
|---|---|---|---|
| met5 | 0 | - | 0 |
| met3 | 16 | 6 | 4.37 |
| met1 | 41 | 276 | 6.66 |
| li1 | - | 339 | - |
| met2 | 41 | 46 | 8.35 |
| met4 | 1.4 | 0 | 0.900 |
## where the power goes
part,switching [W],internal (W),total (W)
combinational,0.0000554,0.000207,0.000262
clock,0.000456,0.000739,0.00119
sequential,0.0000157,0.00135,0.00136
total,0.000527,0.00229,0.00282
No activity file was given, so power comes from the tool's default toggle rates.
